===== design/flow/constraint.sdc =====
current_design alu

set clk_period 23.0
set clk_io_pct 0.2

create_clock -name clk0 -period $clk_period

set non_clock_inputs [all_inputs -no_clocks]
set_input_delay [expr $clk_period * $clk_io_pct] -clock clk0 $non_clock_inputs
set_output_delay [expr $clk_period * $clk_io_pct] -clock clk0 [all_outputs]

===== design/flow/config.mk =====
export PLATFORM = sky130hd
export DESIGN_NAME = alu
export DESIGN_NICKNAME = alu
export VERILOG_FILES = /design/flow/design.v
export SDC_FILE = /design/flow/constraint.sdc
export NUM_CORES = 4
export LEC_CHECK = 1
export CORE_UTILIZATION = 30

===== design/flow/design.v =====
module alu (
    input wire [3:0] alu_op,
    input wire [31:0] input_A,
    input wire [31:0] input_B,
    input wire [31:0] input_C,
    input wire [3:0] cpsr_flags,
    input wire shiftreg_carryout,
    output reg [31:0] output_W,
    output wire [3:0] flags_out
);
    localparam AND = 4'b0000;  
    localparam EOR = 4'b0001;  
    localparam SUB = 4'b0010;  
    localparam RSB = 4'b0011;  
    localparam ADD = 4'b0100;  
    localparam ADC = 4'b0101;  
    localparam SBC = 4'b0110;  
    localparam RSC = 4'b0111;  
    localparam TST = 4'b1000;  
    localparam TEQ = 4'b1001;  
    localparam CMP = 4'b1010;  
    localparam CMN = 4'b1011;  
    localparam ORR = 4'b1100;  
    localparam MOV = 4'b1101;  
    localparam BIC = 4'b1110;  
    localparam MVN = 4'b1111;  
    reg N, Z, C, V;
    wire Carryin;
    assign Carryin = cpsr_flags[1];
    reg Carryout;
    wire Overflow;
    assign Overflow = (input_A[31] == input_B[31] && input_A[31] != output_W[31]);
    always@(*)
        case(alu_op)
        AND : begin
            {Carryout, output_W} = input_A & input_B;
            N = output_W[31];
            Z = (output_W == 32'b0);
            C = shiftreg_carryout;
            V = cpsr_flags[0];
        end
        EOR : begin
            {Carryout, output_W} = input_A ^ input_B;
            N = output_W[31];
            Z = (output_W == 32'b0);
            C = shiftreg_carryout;
            V = cpsr_flags[0];
        end
        SUB : begin
            {Carryout, output_W} = input_A - input_B;
            N = output_W[31];
            Z = (output_W == 32'b0);
            C = Carryout;
            V = Overflow;
        end
        RSB : begin
            {Carryout, output_W} = input_B - input_A;
            N = output_W[31];
            Z = (output_W == 32'b0);
            C = Carryout;
            V = Overflow;
        end
        ADD : begin
            {Carryout, output_W} = input_A + input_B;
            N = output_W[31];
            Z = (output_W == 32'b0);
            C = Carryout;
            V = Overflow;
        end
        ADC : begin
            {Carryout, output_W} = input_A + input_B + {31'b0, Carryin};
            N = output_W[31];
            Z = (output_W == 32'b0);
            C = Carryout;
            V = Overflow;
        end
        SBC : begin
            {Carryout, output_W} = input_A - input_B + {31'b0, Carryin} - 32'b1;
            N = output_W[31];
            Z = (output_W == 32'b0);
            C = Carryout;
            V = Overflow;
        end
        RSC : begin
            {Carryout, output_W} = input_B - input_A + {31'b0, Carryin} - 32'b1;
            N = output_W[31];
            Z = (output_W == 32'b0);
            C = Carryout;
            V = Overflow;
        end
        TST : begin
            {Carryout, output_W} = input_A & input_B;
            N = output_W[31];
            Z = (output_W == 32'b0);
            C = shiftreg_carryout;
            V = cpsr_flags[0];
        end
        TEQ : begin
            {Carryout, output_W} = input_A ^ input_B;
            N = output_W[31];
            Z = (output_W == 32'b0);
            C = shiftreg_carryout;
            V = cpsr_flags[0];
        end
        CMP : begin
            {Carryout, output_W} = input_A - input_B;
            N = output_W[31];
            Z = (output_W == 32'b0);
            C = Carryout;
            V = Overflow;
        end
        CMN : begin
            {Carryout, output_W} = input_A + input_B;
            N = output_W[31];
            Z = (output_W == 32'b0);
            C = Carryout;
            V = Overflow;
        end
        ORR : begin
            {Carryout, output_W} = input_A | input_B;
            N = output_W[31];
            Z = (output_W == 32'b0);
            C = shiftreg_carryout;
            V = cpsr_flags[0];
        end
        MOV : begin
            {Carryout, output_W} = input_B;
            N = output_W[31];
            Z = (output_W == 32'b0);
            C = shiftreg_carryout;
            V = cpsr_flags[0];
        end
        BIC : begin
            {Carryout, output_W} = input_A & ~input_B;
            N = output_W[31];
            Z = (output_W == 32'b0);
            C = shiftreg_carryout;
            V = cpsr_flags[0];
        end
        MVN : begin
            {Carryout, output_W} = ~input_B;
            N = output_W[31];
            Z = (output_W == 32'b0);
            C = shiftreg_carryout;
            V = cpsr_flags[0];
        end
    endcase
    assign flags_out = {N, Z, C, V};
endmodule

===== design/flow/run.sh =====
#!/bin/bash
# OpenROAD 26Q1-2900-gdf79404cd8, Yosys 0.63+post, stock flow scripts
make -C /OpenROAD-flow-scripts/flow DESIGN_CONFIG=/design/flow/config.mk WORK_HOME=/design/flow/orfs finish

==> summary.txt <==
run results: HPWL after detailed placement=70200 um, die height=215 um, Die X=215 um, Cell Chain, Critical Path=clkdlybuf4s50_1 > ha_1 > fa_1 > a21o_1 > a221oi_2 > xor2_1 > buf_4 > nor4_1 > nor4b_1 > nand3_1 > or3_1 > or3_1 > xnor2_1 > or4_1 > a21oi_1 > a211o_1 > clkdlybuf4s50_1, crit path DAT=11.51 ns, slowest cell on the critical path=clkdlybuf4s50_1, Die ar.=46000 um2, Final Setup Violations=0, antenna-violating nets left=0, Detailed Routing Iterations Pass 1=6, vias in the first global route=16137, GRT overflow=0, DRC=0, Pre-Place Util=30.5%, cell count after synthesis=2105, post-synthesis average cell area=6.44 um2, Hold Path Class=input port to primary output, placed insts=2760, # resized after CTS=0, status=complete, no violations, final core occ=34.7%, Reg area=0 um2, final non-filler cell total=2761, Max Freq=62.1 MHz, met3 WL=8750 um, Crit. End Element=primary output, clock buffer count=0, hold-fix buffers at CTS=0, Met2 Wirelength=33700 um, CP Launch Type=input port, tool warnings=162, yosys stat area=13600 um2, GRT Resource Usage Total=35.9%, Slew headroom=31.2%, synthesis warning total=1, FP Rows=77, critical path type=input port to primary output, Vias=17710, M1 wire length=38400 um, Avg WL per Cell=30.4 um, largest stage delay on the critical path=0.69 ns, Slew Limit Fails=0, highest layer used for signal routing=met5, Top cell excl fill/tap=nor2_1, pwr/cell area=36.5 nW/um2, Max-Cap Viols=0, postcts setup bufs=0, initial antenna violation count=4, most numerous logic cells after layout=nor2_1 (183), a21oi_1 (172), nand2_1 (157), distinct lib cells=98, CP required=18.40 ns, Worst-Margin Slew=1.03 ns, first-pass GRT wire length=118000 um, Psw=0.372 mW, static leakage=5.78 nW, internal power component=0.192 mW, Crit Path Max Fanout=7, Avg Vias per Cell=6.41, Routed WL=84000 um, Port Buffers=107, Hold Violations, Final=0, Setup TNS=0 ns, Area Overhead vs Synth=13.8%, fraction of layout cells with a size suffix above 1=6.27%, VDD IR max=0.0150 mV, # Cells Yosys=2105, period utilization=70.1%, registers=0, Cell Area, Synth=13600 um2, register share after synthesis=0%, floorplan core area=44400 um2, unrepaired setup endpoints after global routing=no, DR iter-0 viols=2055, largest net degree at the start of global routing=47, I/O pin cnt=141, gpl congestion=1.05, shortest period the worst path allows=16.11 ns, switch share=66.0%
layer usage:
layer	GRT usage [%]	up-vias
met1	53.6	8516
li1	-	8132
met3	8.22	117
met5	0	-
met2	50.9	943
met4	10.6	2
per-stage QoR:
step | hold WS (ns) | total power, mW | worst slack (ns) | instance area, um2
detailed placement | 10.28 | 0.541 | 6.94 | 15400
floorplan | 9.36 | 0.323 | 9.66 | 13600
finish | 10.26 | 0.564 | 6.89 | 15400
global route | 10.33 | 0.595 | 6.56 | 15400
global placement | 10.28 | 0.541 | 6.87 | 15400
CTS | 10.28 | 0.543 | 6.94 | 15400
logic make-up after synthesis:
kind of cell / count (synthesis) / synth area share (%)
and+or+nand+nor: 859 / 33.3
AOI/OAI and AO/OA: 713 / 35.9
buffers and inverters: 229 / 6.76
xor gates and xnor gates: 142 / 9.34
adders and majority gates: 136 / 12.7
muxes: 26 / 2.03
Yosys cell counts (9+ instances only):
master | n | area (um2)
or3_1 | 34 | 213
a211o_1 | 12 | 105
xnor2_1 | 106 | 928
a21oi_1 | 172 | 861
nor2b_1 | 34 | 213
a221o_1 | 12 | 120
buf_1 | 9 | 33.8
or4_1 | 12 | 90.1
nor4_1 | 76 | 475
a211oi_1 | 29 | 218
ha_1 | 133 | 1660
and2_1 | 23 | 144
buf_2 | 21 | 105
a22oi_1 | 34 | 255
o31ai_1 | 27 | 203
o211a_1 | 9 | 90.1
a21o_1 | 34 | 255
a221oi_1 | 25 | 219
and3_1 | 30 | 188
o21a_1 | 20 | 150
o21bai_1 | 11 | 82.6
clkbuf_1 | 80 | 300
nand2b_1 | 22 | 138
xor2_1 | 33 | 289
nor3b_1 | 11 | 82.6
nand4_1 | 58 | 363
o22ai_1 | 17 | 106
a31oi_1 | 21 | 131
o221ai_1 | 25 | 219
inv_1 | 106 | 398
nor3_1 | 81 | 405
o21ai_1 | 9 | 45.0
nand3_1 | 70 | 350
and4_1 | 13 | 114
nor2_1 | 184 | 691
or2_2 | 19 | 119
nand2_1 | 157 | 589
o21ai_0 | 129 | 646
mux2i_1 | 17 | 170
o211ai_1 | 39 | 293
o2111ai_1 | 11 | 96.3
critical path: cells and delay by family:
family	cells	cell delay, ns
buf+inv	3	1.35
simple gates	6	2.76
fa+ha+maj	2	1.16
xor+xnor	2	0.28
compound gates	4	1.34
power groups by stage:
stage / logic [mW] / registers, mW / clock network, mW
4_1_cts: 0.543 / 0 / 0
5_1_grt: 0.595 / 0 / 0
layout make-up:
class | count | area (um2)
tap | 592 | 741
timing repair buffer | 181 | 1620
antenna | 1 | 2.50
inverter | 111 | 417
fill | 4822 | 29000
multi-input combinational | 1876 | 12700
worst paths after layout:
check,endpoint,cells after the start,slack [ns],startpoint
worst max-delay path,flags_out[2],17,6.89,input_B[0]
worst min-delay path,flags_out[0],4,10.26,cpsr_flags[0]
Power and IR drop assume default switching activity.
