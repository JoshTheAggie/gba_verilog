File: ./design.v
module registerfile (
    output reg [31:0] Rn_data,
    output reg [31:0] Rm_data,
    output reg [31:0] Rs_data,
    input wire [31:0] Rd_data,
    input wire [31:0] RdHi_data,
    input wire [3:0] Rn,
    input wire [3:0] Rm,
    input wire [3:0] Rs,
    input wire [3:0] Rd,
    input wire [3:0] RdHi,
    input wire [4:0] mode,
    input wire regWrite,
    input wire regHiWrite,
    input wire clk
);
localparam [4:0] USER       = 5'b10000;
localparam [4:0] FIQ        = 5'b10001;
localparam [4:0] IRQ        = 5'b10010;
localparam [4:0] SUPERVISOR = 5'b10011;
localparam [4:0] ABORT      = 5'b10111;
localparam [4:0] UNDEFINED  = 5'b11011;
localparam [4:0] SYSTEM     = 5'b11111;
reg [31:0] RegFileA [30:0];  
reg [31:0] RegFileB [30:0];  
always@(posedge clk) begin
    case (mode)
        USER : begin
            Rn_data <= RegFileA[Rn];
            Rm_data <= RegFileA[Rm];
            Rs_data <= RegFileB[Rs];
        end
        SYSTEM : begin
            Rn_data <= RegFileA[Rn];
            Rm_data <= RegFileA[Rm];
            Rs_data <= RegFileB[Rs];
        end
        FIQ : begin
            if(Rn[3] == 1'b0 || Rn == 4'b1111)
                Rn_data <= RegFileA[Rn];
            else if (Rn == 4'b1000)
                Rn_data <= RegFileA[16];
            else if (Rn == 4'b1001)
                Rn_data <= RegFileA[17];
            else if (Rn == 4'b1010)
                Rn_data <= RegFileA[18];
            else if (Rn == 4'b1011)
                Rn_data <= RegFileA[19];
            else if (Rn == 4'b1100)
                Rn_data <= RegFileA[20];
            else if (Rn == 4'b1101)
                Rn_data <= RegFileA[21];
            else if (Rn == 4'b1110)
                Rn_data <= RegFileA[22];
            if(Rm[3] == 1'b0 || Rm == 4'b1111)
                Rm_data <= RegFileA[Rm];
            else if (Rm == 4'b1000)
                Rm_data <= RegFileA[16];
            else if (Rm == 4'b1001)
                Rm_data <= RegFileA[17];
            else if (Rm == 4'b1010)
                Rm_data <= RegFileA[18];
            else if (Rm == 4'b1011)
                Rm_data <= RegFileA[19];
            else if (Rm == 4'b1100)
                Rm_data <= RegFileA[20];
            else if (Rm == 4'b1101)
                Rm_data <= RegFileA[21];
            else if (Rm == 4'b1110)
                Rm_data <= RegFileA[22];
            if(Rs[3] == 1'b0 || Rs == 4'b1111)
                Rs_data <= RegFileB[Rs];
            else if (Rs == 4'b1000)
                Rs_data <= RegFileB[16];
            else if (Rs == 4'b1001)
                Rs_data <= RegFileB[17];
            else if (Rs == 4'b1010)
                Rs_data <= RegFileB[18];
            else if (Rs == 4'b1011)
                Rs_data <= RegFileB[19];
            else if (Rs == 4'b1100)
                Rs_data <= RegFileB[20];
            else if (Rs == 4'b1101)
                Rs_data <= RegFileB[21];
            else if (Rs == 4'b1110)
                Rs_data <= RegFileB[22];
        end
        IRQ : begin
            if(Rn != 4'b1101 && Rn != 4'b1110)
                Rn_data <= RegFileA[Rn];
            else if (Rn == 4'b1101)
                Rn_data <= RegFileA[27];
            else if (Rn == 4'b1110)
                Rn_data <= RegFileA[28];
            if(Rm != 4'b1101 && Rm != 4'b1110)
                Rm_data <= RegFileA[Rm];
            else if (Rm == 4'b1101)
                Rm_data <= RegFileA[27];
            else if (Rm == 4'b1110)
                Rm_data <= RegFileA[28];
            if(Rs != 4'b1101 && Rs != 4'b1110)
                Rs_data <= RegFileB[Rs];
            else if (Rs == 4'b1101)
                Rs_data <= RegFileB[27];
            else if (Rs == 4'b1110)
                Rs_data <= RegFileB[28];
        end
        SUPERVISOR : begin
            if(Rn != 4'b1101 && Rn != 4'b1110)
                Rn_data <= RegFileA[Rn];
            else if (Rn == 4'b1101)
                Rn_data <= RegFileA[23];
            else if (Rn == 4'b1110)
                Rn_data <= RegFileA[24];
            if(Rm != 4'b1101 && Rm != 4'b1110)
                Rm_data <= RegFileA[Rm];
            else if (Rm == 4'b1101)
                Rm_data <= RegFileA[23];
            else if (Rm == 4'b1110)
                Rm_data <= RegFileA[24];
            if(Rs != 4'b1101 && Rs != 4'b1110)
                Rs_data <= RegFileB[Rs];
            else if (Rs == 4'b1101)
                Rs_data <= RegFileB[23];
            else if (Rs == 4'b1110)
                Rs_data <= RegFileB[24];
        end
        ABORT : begin
            if(Rn != 4'b1101 && Rn != 4'b1110)
                Rn_data <= RegFileA[Rn];
            else if (Rn == 4'b1101)
                Rn_data <= RegFileA[25];
            else if (Rn == 4'b1110)
                Rn_data <= RegFileA[26];
            if(Rm != 4'b1101 && Rm != 4'b1110)
                Rm_data <= RegFileA[Rm];
            else if (Rm == 4'b1101)
                Rm_data <= RegFileA[25];
            else if (Rm == 4'b1110)
                Rm_data <= RegFileA[26];
            if(Rs != 4'b1101 && Rs != 4'b1110)
                Rs_data <= RegFileB[Rs];
            else if (Rs == 4'b1101)
                Rs_data <= RegFileB[25];
            else if (Rs == 4'b1110)
                Rs_data <= RegFileB[26];
        end
        UNDEFINED : begin
            if(Rn != 4'b1101 && Rn != 4'b1110)
                Rn_data <= RegFileA[Rn];
            else if (Rn == 4'b1101)
                Rn_data <= RegFileA[29];
            else if (Rn == 4'b1110)
                Rn_data <= RegFileA[30];
            if(Rm != 4'b1101 && Rm != 4'b1110)
                Rm_data <= RegFileA[Rm];
            else if (Rm == 4'b1101)
                Rm_data <= RegFileA[29];
            else if (Rm == 4'b1110)
                Rm_data <= RegFileA[30];
            if(Rs != 4'b1101 && Rs != 4'b1110)
                Rs_data <= RegFileB[Rs];
            else if (Rs == 4'b1101)
                Rs_data <= RegFileB[29];
            else if (Rs == 4'b1110)
                Rs_data <= RegFileB[30];
        end
    endcase
end
always@(negedge clk) begin
    if (regWrite) begin  
        case (mode)
            USER : begin
                RegFileA[Rd] <= Rd_data;
                RegFileB[Rd] <= Rd_data;
            end
            SYSTEM : begin
                RegFileA[Rd] <= Rd_data;
                RegFileB[Rd] <= Rd_data;
            end
            FIQ : begin
                if(Rd[3] == 1'b0 || Rd == 4'b1111) begin
                RegFileA[Rd] <= Rd_data;
                RegFileB[Rd] <= Rd_data;
                end
                else if (Rd == 4'b1000) begin
                    RegFileA[16] <= Rd_data;
                    RegFileB[16] <= Rd_data;
                end
                else if (Rd == 4'b1001) begin
                    RegFileA[17] <= Rd_data;
                    RegFileB[17] <= Rd_data;
                end
                else if (Rd == 4'b1010) begin
                    RegFileA[18] <= Rd_data;
                    RegFileB[18] <= Rd_data;
                end
                else if (Rd == 4'b1011) begin
                    RegFileA[19] <= Rd_data;
                    RegFileB[19] <= Rd_data;
                end
                else if (Rd == 4'b1100) begin
                    RegFileA[20] <= Rd_data;
                    RegFileB[20] <= Rd_data;
                end
                else if (Rd == 4'b1101) begin
                    RegFileA[21] <= Rd_data;
                    RegFileB[21] <= Rd_data;
                end
                else if (Rd == 4'b1110) begin
                    RegFileA[22] <= Rd_data;
                    RegFileB[22] <= Rd_data;
                end 
            end
            IRQ : begin
                if(Rd != 4'b1101 && Rd != 4'b1110) begin
                    RegFileA[Rd] <= Rd_data;
                    RegFileB[Rd] <= Rd_data;
                    end
                    else if (Rd == 4'b1101) begin
                        RegFileA[27] <= Rd_data;
                        RegFileB[27] <= Rd_data;
                    end
                    else if (Rd == 4'b1110) begin
                        RegFileA[28] <= Rd_data;
                        RegFileB[28] <= Rd_data;
                    end
            end
            SUPERVISOR : begin
                if(Rd != 4'b1101 && Rd != 4'b1110) begin
                    RegFileA[Rd] <= Rd_data;
                    RegFileB[Rd] <= Rd_data;
                    end
                    else if (Rd == 4'b1101) begin
                        RegFileA[23] <= Rd_data;
                        RegFileB[23] <= Rd_data;
                    end
                    else if (Rd == 4'b1110) begin
                        RegFileA[24] <= Rd_data;
                        RegFileB[24] <= Rd_data;
                    end
            end
            ABORT : begin
                if(Rd != 4'b1101 && Rd != 4'b1110) begin
                    RegFileA[Rd] <= Rd_data;
                    RegFileB[Rd] <= Rd_data;
                    end
                    else if (Rd == 4'b1101) begin
                        RegFileA[25] <= Rd_data;
                        RegFileB[25] <= Rd_data;
                    end
                    else if (Rd == 4'b1110) begin
                        RegFileA[26] <= Rd_data;
                        RegFileB[26] <= Rd_data;
                    end
            end
            UNDEFINED : begin
                if(Rd != 4'b1101 && Rd != 4'b1110) begin
                    RegFileA[Rd] <= Rd_data;
                    RegFileB[Rd] <= Rd_data;
                    end
                    else if (Rd == 4'b1101) begin
                        RegFileA[29] <= Rd_data;
                        RegFileB[29] <= Rd_data;
                    end
                    else if (Rd == 4'b1110) begin
                        RegFileA[30] <= Rd_data;
                        RegFileB[30] <= Rd_data;
                    end
            end
        endcase
    end
end
always@(negedge clk) begin
    if (regHiWrite) begin  
        case (mode)
            USER : begin
                RegFileA[RdHi] <= RdHi_data;
                RegFileB[RdHi] <= RdHi_data;
            end
            SYSTEM : begin
                RegFileA[RdHi] <= RdHi_data;
                RegFileB[RdHi] <= RdHi_data;
            end
            FIQ : begin
                if(RdHi[3] == 1'b0 || RdHi == 4'b1111) begin
                RegFileA[RdHi] <= RdHi_data;
                RegFileB[RdHi] <= RdHi_data;
                end
                else if (RdHi == 4'b1000) begin
                    RegFileA[16] <= RdHi_data;
                    RegFileB[16] <= RdHi_data;
                end
                else if (RdHi == 4'b1001) begin
                    RegFileA[17] <= RdHi_data;
                    RegFileB[17] <= RdHi_data;
                end
                else if (RdHi == 4'b1010) begin
                    RegFileA[18] <= RdHi_data;
                    RegFileB[18] <= RdHi_data;
                end
                else if (RdHi == 4'b1011) begin
                    RegFileA[19] <= RdHi_data;
                    RegFileB[19] <= RdHi_data;
                end
                else if (RdHi == 4'b1100) begin
                    RegFileA[20] <= RdHi_data;
                    RegFileB[20] <= RdHi_data;
                end
                else if (RdHi == 4'b1101) begin
                    RegFileA[21] <= RdHi_data;
                    RegFileB[21] <= RdHi_data;
                end
                else if (RdHi == 4'b1110) begin
                    RegFileA[22] <= RdHi_data;
                    RegFileB[22] <= RdHi_data;
                end 
            end
            IRQ : begin
                if(RdHi != 4'b1101 && RdHi != 4'b1110) begin
                    RegFileA[RdHi] <= RdHi_data;
                    RegFileB[RdHi] <= RdHi_data;
                    end
                    else if (RdHi == 4'b1101) begin
                        RegFileA[27] <= RdHi_data;
                        RegFileB[27] <= RdHi_data;
                    end
                    else if (RdHi == 4'b1110) begin
                        RegFileA[28] <= RdHi_data;
                        RegFileB[28] <= RdHi_data;
                    end
            end
            SUPERVISOR : begin
                if(RdHi != 4'b1101 && RdHi != 4'b1110) begin
                    RegFileA[RdHi] <= RdHi_data;
                    RegFileB[RdHi] <= RdHi_data;
                    end
                    else if (RdHi == 4'b1101) begin
                        RegFileA[23] <= RdHi_data;
                        RegFileB[23] <= RdHi_data;
                    end
                    else if (RdHi == 4'b1110) begin
                        RegFileA[24] <= RdHi_data;
                        RegFileB[24] <= RdHi_data;
                    end
            end
            ABORT : begin
                if(RdHi != 4'b1101 && RdHi != 4'b1110) begin
                    RegFileA[RdHi] <= RdHi_data;
                    RegFileB[RdHi] <= RdHi_data;
                    end
                    else if (RdHi == 4'b1101) begin
                        RegFileA[25] <= RdHi_data;
                        RegFileB[25] <= RdHi_data;
                    end
                    else if (RdHi == 4'b1110) begin
                        RegFileA[26] <= RdHi_data;
                        RegFileB[26] <= RdHi_data;
                    end
            end
            UNDEFINED : begin
                if(RdHi != 4'b1101 && RdHi != 4'b1110) begin
                    RegFileA[RdHi] <= RdHi_data;
                    RegFileB[RdHi] <= RdHi_data;
                    end
                    else if (RdHi == 4'b1101) begin
                        RegFileA[29] <= RdHi_data;
                        RegFileB[29] <= RdHi_data;
                    end
                    else if (RdHi == 4'b1110) begin
                        RegFileA[30] <= RdHi_data;
                        RegFileB[30] <= RdHi_data;
                    end
            end
        endcase
    end
end
endmodule
File: ./run.sh
#!/bin/bash
# OpenROAD 26Q1-2900-gdf79404cd8, Yosys 0.63+post, stock flow scripts
make -C /OpenROAD-flow-scripts/flow DESIGN_CONFIG=/design/flow/config.mk WORK_HOME=/design/flow/orfs finish
File: ./config.mk
export PLATFORM = sky130hd
export DESIGN_NAME = registerfile
export DESIGN_NICKNAME = registerfile
export VERILOG_FILES = /design/flow/design.v
export SDC_FILE = /design/flow/constraint.sdc
export NUM_CORES = 4
export LEC_CHECK = 1
export CORE_UTILIZATION = 30
File: ./constraint.sdc
current_design registerfile

set clk_period 14.5
set clk_io_pct 0.2

create_clock -name clk0 -period $clk_period [get_ports {clk}]

set non_clock_inputs [all_inputs -no_clocks]
set_input_delay [expr $clk_period * $clk_io_pct] -clock clk0 $non_clock_inputs
set_output_delay [expr $clk_period * $clk_io_pct] -clock clk0 [all_outputs]
==> out/results.tsv <==
metric	value	unit
run_status	finished, final reports clean	
grt_setup_unrepaired	no	
drive_above_1_share	33.04	%
slowest_stage	clkdlybuf4s50_1	
grt_max_degree	66	
first_global_vias	60430	
grt_usage	29.70	%
synth_chip_area	71390	um2
clockRootBuffer	clkbuf_16	
hold_buffers	0	
routed_via_density	6.025	
clockBufferDepth	3	
syn_avg_cell_area	13.22	um2
topCellsByArea	edfxtp_1 (46%), mux2_2 (15%), mux4_2 (14%), mux2i_1 (3.0%), a22oi_1 (2.5%)	
globalplace.congestion	1.057	
placed_cells	8412	
wl_met2	147500	um
met1_length	111100	um
postRouteAntennaNets	0	
fp-row-count	178	
top_area_cell	edfxtp_1	
critPathBufInv	2	
netlist.area_leader.share	45.76	%
place_ws	773.7	ps
end_kind	flop	
maxCapViolCount	0	
clkSinkCount	1088	
cp-start-kind	input pin	
p_per_area	109.3	nW/um2
grt_pass1_wl	463500	um
async_reset_ff_share	0	%
worstSetupPathType	in2reg	
path_cells	clkdlybuf4s50_1, nand2_1, nor2_4, a221o_4, and4_2, o21bai_4, buf_4	
skew	55.26	ps
fp-utilization	30.27	%
routedWlPerCell	35.21	um
area_growth_syn_to_layout	20.74	%
setup_tns	0	ps
cp_top_family	buffers and inverters	
cts_buffers	136	
cp_max_fo	32	
cts_setup_buffers	0	
nFillCells	22210	
fin_cells	9667	
vias	58240	
h-tree-depth	4	
chip_area	239900	um2
setup_ws	1354	ps
route.met3.wl	58150	um
yosys_warnings	1	
fin_util	36.55	%
max_stage_delay	930	ps
portBuffers	187	
ys_top_cells_by_count	edfxtp_1 (1,088), mux2_2 (933), mux4_2 (458), clkbuf_1 (423), o21ai_0 (264)	
warnings	1018	
p_leak	32.27	nW
hold_class	in2reg	
synth_cells	5402	
yosysMostFrequentCell	edfxtp_1	
drv_slew	0	
clock_latency	830	ps
ir_worst_vdd	0.0001279	V
drt-initial-drc-count	5647	
synth_flops	1088	
ff_type	edfxtp_1	
hold_viol	0	
slew_headroom	20.23	%
die_h	489.8	um
antenna_found_initial	40	
drc_errors	0	
ys_cells	5402	
core_area	235900	um2
grt-ovfl-total	0	
wirelength	340400	um
ios	188	
edf_count	1088	
worstMarginPinSlew	1184	ps
final-setup-viol-count	0	
firstDrtPassIters	8	
yosysUniqueCellTypes	92	
synth_area	71390	um2
crit_arrival	6310	ps
die_x	489.8	um
hold_slack	2899	ps
cts_tree	done	
critPathRequiredTime	7670	ps
post-dp-hpwl	226000	um
seq_area_frac_synth	45.76	%
top_layer_used	met5	
path_clk_slew	60	ps
post_cts_resized	0	
[per-layer routing]
layer | GRT usage, % | vias to the layer above
met5 | 3.663 | -
met4 | 17.32 | 49
met3 | 21.59 | 1006
met2 | 41.25 | 4412
met1 | 32.50 | 28860
li1 | - | 23920
[cells by family after synthesis]
kind of cell    Yosys count  share of synthesized area, %
flops                  1088                         45.76
fa+ha+maj                 2                       0.02804
mux                    1674                         33.56
buf+inv                 723                         4.318
compound gates         1232                         11.53
simple gates            683                         4.798
[registers in the layout, summed over array words and instances, names as in the netlist]
register	cells
RegFileB	960
RegFileA	32
Rm_data	32
Rn_data	32
Rs_data	32
[final cells by class]
| type | instances | area, um2 | share of cell area, % |
|---|---|---|---|
| Inverter | 39 | 146.4 | 0.1698 |
| Sequential cell | 1088 | 32670 | 37.90 |
| Multi-Input combinational cell | 3591 | 36140 | 41.93 |
| Tap cell | 3150 | 3941 | 4.572 |
| Antenna cell | 19 | 47.55 | 0.05516 |
| Clock buffer | 150 | 3572 | 4.144 |
| Timing Repair Buffer | 543 | 4851 | 5.628 |
| Clock inverter | 1087 | 4827 | 5.600 |
[worst paths after layout]
kind                          from              end  slack, ps  depth (start not counted)
setup / recovery           mode[4]  RegFileB[2][14]       1350                          7
hold / removal               Rs[1]      Rs_data[25]       2900                          4
setup reg to reg  RegFileB[15][19]      Rn_data[19]       3800                          4
hold reg to reg   RegFileB[26][16]      Rn_data[16]       8010                          2
[power breakdown]
part | switching [W] | total [W] | leakage (nW) | internal (W)
combinational | 0.000761 | 0.00120 | 14.9 | 0.000437
sequential | 0.0000189 | 0.00356 | 9.83 | 0.00354
clock | 0.00217 | 0.00467 | 7.59 | 0.00250
total | 0.00295 | 0.00942 | 32.3 | 0.00648
[tightest hold or removal path: cells and delay by family]
kind | cells | cell delay (ps)
compound gates | 2 | 270
buf+inv | 1 | 240
simple gates | 1 | 120
[metrics by stage]
stage / power [W] / area (um2)
after floorplan: 0.004623 / 71400
after global placement: 0.005142 / 77750
after CTS: 0.009487 / 86150
after detailed placement: 0.005149 / 77760
final: 0.009424 / 86200
after global routing: 0.009874 / 86160
[cells in the final DEF (no fill, tap or decap), types with 141 or more instances in the layout]
master,count
nand2_1,220
a21oi_1,165
mux2i_1,212
inv_1,1047
o22ai_1,175
clkdlybuf4s50_1,175
edfxtp_1,1088
o21ai_0,262
buf_4,336
nor2_1,145
a22oi_1,237
mux2_2,933
clkbuf_16,141
mux4_2,458
Power and IR drop assume default switching activity.
