==> design/flow/design.v <==
module multiplier (
    input wire A_flag,
    input wire U_flag,
    input wire LongMul,
    input wire [31:0] Rm_data,
    input wire [31:0] Rs_data,
    input wire [31:0] Rn_data,
    input wire [31:0] RdHi_data,  
    input wire [31:0] RdLo_data,
    input wire [3:0] cpsr_flags,
    output wire [31:0] result_lo,
    output wire [31:0] result_hi,
    output wire [3:0] flags_out
);
wire N, Z, C, V;
assign N = LongMul ? result_hi[31] : result_lo[31];
assign Z = LongMul ? ~|{result_hi, result_lo} : ~|result_lo;
assign C = productHi[0];  
assign V = cpsr_flags[0];  
assign flags_out = {N, Z, C, V};
wire [31:0] productHi, productLo;
assign {productHi, productLo} = (U_flag & LongMul) ? $signed(Rm_data) * $signed(Rs_data) :
                                                    $unsigned(Rm_data) * $unsigned(Rs_data);
assign {result_hi, result_lo} = A_flag   ?
                                (LongMul ? ({productHi, productLo} + {RdHi_data, RdLo_data}) :
                                ({productHi, productLo} + Rn_data)) :
                                {productHi, productLo};
endmodule
==> design/flow/run.sh <==
#!/bin/bash
# OpenROAD 26Q1-2900-gdf79404cd8, Yosys 0.63+post, stock flow scripts
make -C /OpenROAD-flow-scripts/flow DESIGN_CONFIG=/design/flow/config.mk WORK_HOME=/design/flow/orfs finish
==> design/flow/config.mk <==
export PLATFORM = sky130hd
export DESIGN_NAME = multiplier
export DESIGN_NICKNAME = multiplier
export VERILOG_FILES = /design/flow/design.v
export SDC_FILE = /design/flow/constraint.sdc
export NUM_CORES = 4
export LEC_CHECK = 1
export CORE_UTILIZATION = 40
==> design/flow/constraint.sdc <==
current_design multiplier

set clk_period 60.5
set clk_io_pct 0.2

create_clock -name clk0 -period $clk_period

set non_clock_inputs [all_inputs -no_clocks]
set_input_delay [expr $clk_period * $clk_io_pct] -clock clk0 $non_clock_inputs
set_output_delay [expr $clk_period * $clk_io_pct] -clock clk0 [all_outputs]
==> impl_metrics.toml <==
# generated from flow reports
[min_path]
min_path_type = "input pin to primary output"
min_delay_path_depth = 0

[timing]
fmax_mhz = 27.1
whs_ns = 24.20
hold_viol = 0
max_slew_margin = 0.460
period_used_share = 0.609
grt_setup_unrepaired = "no"
maxSlewViolCount = 0
finalSetupViolCount = 0
worstMarginPinSlew_ns = 0.804
fin_setup_tns_ns = 0
fin_crit_ns = 36.84

[clock_network]
cts_resized = 0
cts_setup_buffers = 0
cts_hold_buf = 0

[run_status]
status = "finished clean"

[route]
antenna_cells = 0
first_iter_violations = 1429
wirelength_um = 112000
drc = 0
ant_nets = 0
vias_per_cell = 5.19
drtPass1Iterations = 7
via_count = 30700
wl_per_cell_um = 18.9

[synth]
ys_cells = 4584
synth_cells = 4584
synth_seq_share = 0
synth_chip_area_mm2 = 0.0391
syn_area_per_cell_um2 = 8.52
yosys_warnings = 0
yosysUniqueCellTypes = 83
syn_area_mm2 = 0.0391

[setup_path]
path_class = "input pin to primary output"
crit_path_top_delay_cell = "xor2_1"
worstPathRequired_ns = 48.40
cp-end-kind = "primary output"
slowest_delay_ns = 0.59
cpMostUsedCell = "fa_1"
worstSetupStartpointType = "input pin"
arrival_ns = 24.74
cp_max_fo = 32

[layout]
area_growth_pct = 8.74
fillers = 9594
clock_buffers = 0
drive_gt1_frac = 0.0348
design.seq.count = 0
fin_cells = 5901
regArea_um2 = 0
utilization = 0.439

[placement]
placed_cells = 5901
gp_congestion = 0.977
dp_hpwl_um = 92600
portBuffers = 229

[global_routing]
grt_pass1_vias = 32800
grt_first_pass_wirelength_um = 183000
antenna_found_initial = 0
grt_max_degree = 67
grt_usage = 0.251
overflow = 0

[die]
rows = 114
initCoreUtil = 0.404
dieHeight_um = 315
die_x_um = 315
core_area_mm2 = 0.0967
die_area_mm2 = 0.0989
ioPinCount = 235

[run]
max-cap-violations = 0
warning_count = 47
## placed cells by master, fill, tap and decap left out, types with 25 or more instances in the layout
cell             instances
a21o_1                  40
ha_1                   337
nand4_1                 47
clkdlybuf4s50_1        227
and2_1                 583
o21ai_0                121
nand2_1                636
inv_1                  887
xor2_1                  57
mux2_2                  61
buf_4                   70
nor2_1                 103
a21oi_1                167
nor3_1                  25
fa_1                   897
xnor2_1                 59
## cell type report
type / instances / area, µm² / area share
multi-input cells: 3440 / 34800 / 0.818
well taps: 1276 / 1600 / 0.0376
repair buffers: 298 / 2800 / 0.0660
inverters: 887 / 3330 / 0.0784
## through the flow
stage / setup WS (ns) / cell area (µm²)
6_report: 23.66 / 42500
5_1_grt: 22.94 / 42500
4_1_cts: 23.69 / 42500
3_5_place_dp: 23.82 / 42500
3_3_place_gp: 23.68 / 42500
2_1_floorplan: 26.53 / 39100
## critical path, delay by kind of cell
family	cells	cell delay, ns
buffers and inverters	8	1.71
and+or+nand+nor	7	2.18
adders and majority gates	10	4.80
AOI/OAI and AO/OA	12	3.15
xor gates and xnor gates	2	0.76
## cell families after synthesis
| group | after synthesis | synth area share |
|---|---|---|
| simple gates | 1508 | 0.195 |
| fa+ha+maj | 1234 | 0.567 |
| buf+inv | 1144 | 0.110 |
| compound gates | 509 | 0.0807 |
| xor+xnor | 116 | 0.0260 |
| mux | 73 | 0.0208 |
## synth_stat cells, types with 15 or more instances
library cell,instances,area [µm²]
nor3_1,25,125
o21bai_1,22,165
o21ai_0,121,606
nand3_1,18,90.1
xnor2_1,59,517
nand4_1,47,294
o21ai_1,17,85.1
nand2_1,636,2390
nand2b_1,15,93.8
a21oi_1,167,836
nor4_1,18,113
a21o_1,40,300
a31oi_1,17,106
nor2_1,103,387
o211ai_1,17,128
o21a_1,19,143
and2_1,583,3650
a211oi_1,18,135
clkbuf_1,239,897
ha_1,337,4220
mux2_2,61,687
fa_1,897,18000
xor2_1,57,499
inv_1,887,3330
## final timing paths
check	startpoint	endpoint	slack (ns)
worst min-delay path	cpsr_flags[0]	flags_out[0]	24.20
worst max-delay path	Rm_data[11]	flags_out[2]	23.66
## metal layers
layer	vias to the layer above	part of all wire	GRT usage
met2	1065	0.47	0.391
li1	14100	-	-
met4	2	0.017	0.0334
met1	15400	0.42	0.367
met5	-	0.00062	0.00532
met3	100	0.085	0.0774
